--- flow/config.mk ---
export PLATFORM = sky130hd
export DESIGN_NAME = mux8
export DESIGN_NICKNAME = mux8
export VERILOG_FILES = /design/flow/design.v
export SDC_FILE = /design/flow/constraint.sdc
export NUM_CORES = 4
export LEC_CHECK = 1
export CORE_AREA = 10 10 78 78
export DIE_AREA = 0 0 88 88
--- flow/constraint.sdc ---
current_design mux8

set clk_period 1.9
set clk_io_pct 0.2

create_clock -name clk0 -period $clk_period

set non_clock_inputs [all_inputs -no_clocks]
set_input_delay [expr $clk_period * $clk_io_pct] -clock clk0 $non_clock_inputs
set_output_delay [expr $clk_period * $clk_io_pct] -clock clk0 [all_outputs]
--- flow/design.v ---
module mux8 #(parameter WIDTH = 8) (
    input  [WIDTH-1:0] d0, d1, d2, d3, d4, d5, d6, d7,
    input  [2:0] sel,
    output [WIDTH-1:0] y
);
assign y = sel[2] ? 
              (sel[1] ? (sel[0] ? d7 : d6)
                      : (sel[0] ? d5 : d4))
          :
              (sel[1] ? (sel[0] ? d3 : d2)
                      : (sel[0] ? d1 : d0));
endmodule
--- flow/run.sh ---
#!/bin/bash
# OpenROAD 26Q1-2900-gdf79404cd8, Yosys 0.63+post, stock flow scripts
make -C /OpenROAD-flow-scripts/flow DESIGN_CONFIG=/design/flow/config.mk WORK_HOME=/design/flow/orfs finish
==> deck_impl_summary.md <==
Implementation Results

Route
  – Ant diodes: 0
  – DRC: 0
  – 1st-iter DRT viols: 17
  – Wire length per cell: 18.8 um
  – Routed vias: 630
  – DRT Pass-1 Iters: 4
  – Antenna-violating nets left: 0
  – Via-to-Cell Ratio: 4.01
  – DRT Wirelength: 2960 um

Min path
  – Hold path depth: 4
  – Hold Path Class: input pin to output port
  – Worst hold path startpoint: d6[3]
  – WHS Endpoint: y[3]

Die
  – Die Y: 88 um
  – Initial cell density of the core: 12.5%
  – IO Pins: 75
  – Die width: 88 um
  – Total die size: 0.00774 mm2
  – Std-Cell Rows: 24
  – Core ar.: 0.00441 mm2

Pwr
  – Power per cell area: 209 mW/mm2
  – Max IR drop VDD: 0.0000611 V
  – Leak: 0.613 nW
  – Total Power: 0.275 mW

Final timing
  – Crit path time final: 1.86 ns
  – Peak Freq: 539 MHz
  – Final hold vios: 0
  – Max-slew violations: 0
  – Normalized max-slew margin: 90.0%
  – Final setup fails: 0
  – Worst Tran Pin Value: 0.151 ns
  – Final Cycle Share: 97.7%
  – RSZ-0062 raised after global routing: yes
  – Worst setup margin: 0.0441 ns

Final layout
  – Layout clock buffers: 0
  – Synth-to-Final Area Change: 139%
  – Dominant logic cell type in the layout: dlygate4sd2_1
  – FF+latch area: 0 um2
  – Cell Count, Final, Fillers Out: 157
  – Top Layout Cells: 64 x dlygate4sd2_1, 16 x mux4_2, 8 x mux2_4
  – Fill count: 469
  – Layout cells sized above 1: 38.1%
  – Flop count: 0
  – Util after Layout: 29.8%

GRT
  – Pin count of the biggest net entering global routing: 9
  – Gr usage total: 7.71%
  – Initial antenna violation count: 0
  – Total gr overflow: 0
  – Global-route wire length before repair: 4610 um
  – Vias in the first global route: 803

Job
  – Count of tool warnings: 33
  – Max-Cap Viols: 0

Setup path
  – Worst path slowest cell: mux4_2
  – Crit. End Element: output port
  – Critical Path, Cell by Cell: buf_8 > buf_12 > mux4_2 > mux2_4 > buf_6
  – Arr. time, crit path: 1.48 ns
  – Worst setup SP type: input pin
  – Worst Path Max Fanout: 8
  – Critical path class: input pin to output port
  – Slowest cell delay on critical path: 0.49 ns
  – Worst EP required: 1.52 ns

Yosys
  – Cell Type Count: 8
  – Synthesized area per cell: 19.0 um2
  – Synthesis area per yosys: 551 um2
  – Yosys cell count: 29
  – Synth Seq Share: 0%
  – Synth warnings: 0
  – Post-synthesis cell count: 29
  – Post-Syn Area: 551 um2

Clock network
  – Hold buffer count at cts: 0

Place
  – Dpl ws: -0.815 ns
  – DP Cell Count: 156
  – Post-DP HPWL: 2490 um
  – Routability cong.: 0.727
  – Number of port buffers: 75

Status
  – Status: completed
[worst max path at each step]
stage | startpoint | end | cells after the start
after CTS | sel[0] | y[2] | 5
after global routing | sel[0] | y[0] | 5
final | sel[0] | y[2] | 5
[cell usage after synthesis]
| cell | n | area, um2 |
|---|---|---|
| buf_1 | 1 | 3.75 |
| buf_12 | 1 | 20.0 |
| buf_2 | 1 | 5.00 |
| buf_6 | 1 | 11.3 |
| clkbuf_1 | 1 | 3.75 |
| mux2_2 | 8 | 90.1 |
| mux4_1 | 15 | 394 |
| mux4_2 | 1 | 22.5 |
[report_power, final]
group          internal, mW  switching [mW]
Combinational         0.205          0.0693
Clock                     0               0
Sequential                0               0
[per-layer routing]
layer / track usage (%) / part of all wire, %
met5: 0 / 0
met4: 0 / 0
met3: 3.74 / 12
met2: 12.8 / 51
met1: 9.44 / 37
[per-stage QoR]
stage	TNS, ns	instance area [um2]	hold slack, ns
2_1_floorplan	0	551	1.05
3_3_place_gp	-6.38	1370	2.02
3_5_place_dp	-6.35	1370	2.00
4_1_cts	0	1310	1.38
5_1_grt	-0.000978	1320	1.41
6_report	0	1320	1.38
[layout make-up]
| type | instances | area, um2 | area share [%] |
|---|---|---|---|
| Timing Repair Buffer | 81 | 771 | 58.6 |
| Tap cell | 52 | 65.1 | 4.94 |
| Multi-Input combinational cell | 24 | 480 | 36.5 |
[worst max-delay path, delay by kind of cell]
| family | cells | cell delay [ns] |
|---|---|---|
| buffers and inverters | 3 | 0.32 |
| muxes | 2 | 0.77 |
[what timing repair did]
item	in CTS	in global routing
gates cloned	1	0
endpoints found under the setup margin	8	6
buffers inserted	0	0
endpoints found under the hold margin	0	0
gates resized	131	2
[kinds of logic after synthesis]
group | after synthesis | synth area share, %
muxes | 24 | 92.0
buffers and inverters | 5 | 7.95
No activity file was given, so power comes from the tool's default toggle rates.
